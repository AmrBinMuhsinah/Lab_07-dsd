==> ./design.v <==
`timescale 1ns / 1ps
module SequenceDetector(
        input logic clk,
        input logic reset,
        input logic in_bit,
        output logic detected,
        output logic [3:0]counter 
        );
        parameter IDLE = 3'b000,
             S1 = 3'b001,
             S2 = 3'b010,
             S3 = 3'b011,
             S4 = 3'b100;
        reg [0:2] current_state, next_state;
         always_ff @(posedge clk or negedge reset) begin
             if (!reset)begin
         current_state <= IDLE;
         counter<=0;
        end   else  begin
        current_state <= next_state;
        if(current_state == S4)
              counter <= counter+1;
         end
         end
        always_comb begin
        case (current_state)
      IDLE: next_state = in_bit ? S1 : IDLE;
        S1: next_state = in_bit ? S2 : IDLE;
        S2: next_state = in_bit ? S2 : S3;
        S3: next_state = in_bit ? S4 : IDLE;
        S4: next_state = IDLE;
            default: next_state = IDLE;
         endcase
        end
             always_comb begin
              detected = (current_state == S4);
           end
        endmodule
module counter_n_bit#(
    parameter n
)(
    input logic clk,
    input logic resetn,
    input logic load,
    input logic en,
    input logic [n - 1: 0] load_data,
    output logic [n - 1: 0] count
);
    always_ff @(posedge clk) begin 
        if(~resetn) count <= 0;
        else begin 
            if(load) count <= load_data;
            else if(en) count <= count + 1;
        end
    end
endmodule : counter_n_bit
module decoder#(
    parameter n = 2
)(
    input logic [n-1:0]in,
    output logic [(1 << n) - 1: 0]out
);
    assign out = (1 << in);
endmodule : decoder
module sev_seg_top(
    input wire CLK100MHZ,     
    input wire CPU_RESETN,BTNC,
    output wire CA, CB, CC, CD, CE, CF, CG, DP,
    output wire [7:0] AN,    
    input wire [15:0] SW,
    output wire [1:0]LED     
);
logic reset_n;
logic clk;
assign reset_n = CPU_RESETN;
assign clk = CLK100MHZ;
wire [6:0] Seg;
wire [3:0] digits[0:7];
wire [7:0] out_SW;
       SequenceDetector A (   
        .clk(BTNC),    
        .reset(CPU_RESETN),   
        .in_bit(SW[0]),  
        .detected(LED[0]) ,
        .counter(out_SW[3:0])               
        );
assign digits[0] = out_SW[3:0];
assign digits[1] = 4'b1111;
assign digits[2] = 4'b1111;
assign digits[3] = 4'b1111;
assign digits[4] = 4'b1111;
assign digits[5] = 4'b1111;
assign digits[6] = 4'b1111;
assign digits[7] = 4'b1111;
;
sev_seg_controller ssc(
    .clk(clk),
    .resetn(reset_n),
    .digits(digits),
    .Seg(Seg),
    .AN(AN)
);
assign CA = Seg[0];
assign CB = Seg[1];
assign CC = Seg[2];
assign CD = Seg[3];
assign CE = Seg[4];
assign CF = Seg[5];
assign CG = Seg[6];
assign DP = 1'b1;  
endmodule : sev_seg_top
module sev_seg_controller #(
    parameter display_speed = 20
)(
    input logic clk,
    input logic resetn,
    input logic [3:0] digits [0:7],       
    output logic  [6:0] Seg,        
    output logic  [7:0] AN
);
    logic [display_speed - 1:0] count;
    seven_seg_decoder ssd(
        .bin(digits[count[display_speed - 1:display_speed - 3]]),
        .seg(Seg)
    );
    wire [7:0] decoder_out;
    decoder #(
        .n(3)
    ) decoder_inst (
        .in(count[display_speed - 1:display_speed - 3]),
        .out(decoder_out)
    );
    assign AN = ~decoder_out;
    counter_n_bit #(
        .n(display_speed)
    ) counter (
        .clk(clk),
        .resetn(resetn),
        .load(1'b0),
        .en(1'b1),
        .load_data(),
        .count(count)
    );
endmodule
module seven_seg_decoder(input  wire [3:0] bin,output reg  [6:0] seg);
logic w,x,y,z;
assign w = bin[3];
assign x = bin[2];
assign y = bin[1];
assign z = bin[0];
assign seg[0] = (~w&x&~y&~z) | (~w&~x&~y&z) | (w&x&~y&z) | (w&~x&y&z);
assign seg[1] = (w&x&~z) | (w&y&z) | (~w&x&~y&z) | (x&y&~z);
assign seg[2] = (~w&~x&y&~z) | (w&x&~y&~z) | (w&x&y);
assign seg[3] =(~w&~x&~y&z) | (~w&x&~y&~z) | (w&~x&y&~z) | (x&y&z);
assign seg[4] = (~w&z) | (~w&x&~y&~z) | (w&~x&~y&z);
assign seg[5] = (~w&~x&y) | (~w&~x&~y&z) | (~w&x&y&z) | (w&x&~y&z);
assign seg[6] = (~w&~x&~y) | (w&x&~y&~z) | (~w&x&y&z);
endmodule
==> ./run.sh <==
#!/bin/bash
# OpenROAD 26Q1-2900-gdf79404cd8, Yosys 0.63+post, stock flow scripts
make -C /OpenROAD-flow-scripts/flow DESIGN_CONFIG=/design/flow/config.mk WORK_HOME=/design/flow/orfs finish
==> ./config.mk <==
export PLATFORM = sky130hd
export DESIGN_NAME = sev_seg_top
export DESIGN_NICKNAME = sev_seg_top
export VERILOG_FILES = /design/flow/design.v
export SDC_FILE = /design/flow/constraint.sdc
export NUM_CORES = 4
export LEC_CHECK = 1
export CORE_AREA = 10 10 107 107
export DIE_AREA = 0 0 117 117
export SYNTH_HDL_FRONTEND = slang
==> ./constraint.sdc <==
current_design sev_seg_top

set clk_period 2.1
set clk_io_pct 0.2

create_clock -name clk0 -period $clk_period [get_ports {BTNC}]
create_clock -name clk1 -period $clk_period [get_ports {CLK100MHZ}]

set non_clock_inputs [all_inputs -no_clocks]
set_input_delay [expr $clk_period * $clk_io_pct] -clock clk0 $non_clock_inputs
set_output_delay [expr $clk_period * $clk_io_pct] -clock clk0 [all_outputs]
==> datasheet_impl.txt <==
Implementation parameters

Parameter                              Value

Critical path
  Reg2Reg Setup Slack    0.30 ns
  Biggest cell delay along the critical path    0.41 ns
  Kind of start point of the critical path    register
  Worst path cell trace    buf_4 > inv_1 > or3_1 > clkdlybuf4s50_1
  Required time of the worst setup path    ~1.7 ns
  Worst r2r path cells    5
  Worst Setup EP    AN[1]
  Kind of cell adding the most delay to the critical path    buffers and inverters
  Category of the critical setup timing path    reg2out
  Timing startpoint of the critical path    ssc.counter.count[17]
  Sum of buffers and inverters on the critical path    3
  Worst r2r dst    ssc.counter.count[18]
  Peak fanout along the critical path    7
  Worst reg2reg startpoint    ssc.counter.count[0]
  Cell with the largest stage delay on the worst path    sky130_fd_sc_hd__clkdlybuf4s50_1
  Critical path capture point type    output pin
  Critical Path Stages    4
  Data arrival time of the critical path    1.59 ns

Power
  Maximum resistive drop on vdd    0.287 mV
  Static leakage    0.793 nW
  Power density over cell area    about 800 nW/um^2

Final layout
  Filler Cell Count    around 990
  Share of the core filled with cells    0.225
  Layout overhead on the synthesized area    38.3%
  Fraction of layout instances using a drive strength above 1    0.249

Global routing
  First-pass GRT wire length    5140 microns
  Global-route congestion overflow total    0
  Global-route usage over all layers    0.0444
  Antenna violations before repair    0
  Maximum number of pins on one net before global-route repair    20
  Via count of the first global-routing pass    1,161

Logic synthesis
  Mapped cell area    1500 sq um
  Summed standard-cell area reported by yosys    1500 sq um
  Leading cell types by count after synthesis    sky130_fd_sc_hd__dfxtp_1 (20), sky130_fd_sc_hd__nor2_1 (20), sky130_fd_sc_hd__xnor2_1 (12)
  Area contributors post-synth    sky130_fd_sc_hd__dfxtp_1 (27%), sky130_fd_sc_hd__dfrtp_1 (13%), sky130_fd_sc_hd__xnor2_1 (7.0%)
  Share of synthesized registers carrying an async set or reset    0.310
  Predominant post-synthesis flop cell    sky130_fd_sc_hd__dfxtp_1
  Area leader, netlist    sky130_fd_sc_hd__dfxtp_1
  Count of instantiated cells in the yosys netlist    ~180
  Register bit count reported by yosys    29
  Count of library flops with an enable pin    0
  Syn avg cell area    8.57 sq um
  Synth top area share    0.267
  Number of distinct library cells after synthesis    43
  Warnings from Yosys    1
  Mapped Cells    approximately 180
  Fraction of the yosys area taken by sequential cells    0.418

Floorplanning
  Starting Density    0.163
  Die outline area    13,700 sq um
  Horiz. Die Dim    117 microns
  Number of primary I/O pins    37
  Chip height    117 microns
  Total core area    between 9000 and 10,000 sq um
  Row Count    35

STA
  Setup TNS    0 ns
  Worst Clk Skew    0.00533 ns
  Final hold violation count    0
  Max-slew violation count    0
  RSZ-0062 raised after global routing    no
  Worst-case setup margin in the final layout    0.0868 ns
  Actual transition at the worst max-transition pin    0.503 ns
  Final worst hold slack    about 0.48 ns
  Final setup fails    0
  Relative slew slack    0.663

Outcome
  Status    finished, final reports clean

Placement
  HPWL reported at the end of detailed placement    2200 microns
  Placer Congestion    approximately 0.75
  Placement Setup Slack    approximately 0.054 ns
  Number of port buffers    18

Routing
  Routed wire length    between 3000 and 4000 microns
  Routed wire length per instance    9.68 microns
  Final antenna-violating net count    0
  Post-detailed-route DRC marker count    0
  Initial DRT Pass Iterations    4
  Average via count per standard cell    4.02
  Total antenna diodes in the routed design    0
  Via Count    1,285
  First-iteration detailed-routing DRC count    between 50 and 60

Clocking
  CTS tree    done
  Clock Sinks    29
  Reg clk slew, reported paths    0.07 ns

Flow run
  OpenROAD warnings    41
  MaxCap Viol Count    0

Min path
  Min-Delay Startpoint    A.current_state[3]
  Class of the tightest hold or removal check    reg2reg
[worst min-delay path by stage]
stage         cells past startpoint                   end  slack, ns
global route                      1  ssc.counter.count[0]       0.50
CTS                               1  ssc.counter.count[0]       0.48
finish                            1    A.current_state[2]       0.48
[cells in the final DEF (no fill, tap or decap), drive strengths merged, types with 5 or more instances in the layout]
master	netlist	final
nand4	5	5
clkdlybuf4s50	0	11
inv	7	7
clkbuf	8	9
nand3	9	9
a21oi	11	11
dfxtp	20	20
nor3	7	7
o21ai	8	8
or3	7	7
dfrtp	8	8
nand2	11	11
buf	3	19
xnor2	12	12
nor2	20	20
[where the power goes]
group          switching, W  internal, W  total [W]
clock network      0.000186     0.000298   0.000484
logic              0.000216     0.000321   0.000537
registers         0.0000479     0.000587   0.000635
total              0.000450      0.00121    0.00166
[state kept, by name, indices dropped and copies added, names as in the netlist]
name and cells:
ssc.counter.count 20, A.current_state 5, A.counter 4
[cells by family (layout without fill, tap and decap cells)]
| kind of cell | count (synthesis) | in the layout | synth area share |
|---|---|---|---|
| fa+ha+maj | 2 | 2 | 0.0167 |
| buf+inv | 19 | 53 | 0.0551 |
| compound gates | 29 | 29 | 0.116 |
| simple gates | 76 | 76 | 0.280 |
| flops | 29 | 29 | 0.418 |
| mux | 3 | 3 | 0.0217 |
| xor+xnor | 15 | 15 | 0.0876 |
| other cells | 2 | 2 | 0.00501 |
[final cells by class]
type,instances,area [sq um],area share
multi-input cells,127,845,0.407
clock buffers,8,100,0.0483
flip-flops and latches,29,631,0.304
well taps,111,139,0.0670
inverters,8,30.0,0.0145
repair buffers,37,329,0.159
[per-stage QoR]
stage                     area (sq um)  cells  power [W]
after floorplan                   1500    175   0.000854
after global placement            1860    306    0.00108
after detailed placement          1860    306    0.00108
after CTS                         2020    317    0.00163
after global routing              2070    320    0.00177
final                             2070    320    0.00166
[per-layer routing]
layer  GRT usage  share of wire
met5           0              0
met4     0.00165              0
met3      0.0170          0.047
met2      0.0682           0.45
met1      0.0613           0.50
[worst register-to-register path, delay by kind of cell, from the launching register on]
kind | cells | cell delay (ns)
AOI/OAI and AO/OA | 1 | 0.15
adders and majority gates | 1 | 0.21
DFF | 1 | 0.38
and+or+nand+nor | 3 | 0.98
[repair_timing]
action                                 in CTS  in global routing
setup endpoints to repair                   7                  4
endpoints found under the hold margin       0                  0
pin swaps                                   3                  3
setup buffers                               3                  3
gates resized                              17                 14
hold buffers                                0                  0
Power is estimated from default activity; no workload was simulated.
