==> flow/design.v <==
`timescale 1ns / 1ps
module DigLock_T4(
    input logic clk,
    input logic reset_n,
    input logic [3:0] in, 
    output logic [2:0] fail_count,
    output logic z
);
    typedef enum logic [1:0] {
        C,         
        O,         
        Failed     
    } state_t;
    state_t p_state, n_state;
    logic [2:0] counter;
    always_ff @(posedge clk or negedge reset_n) begin
        if (!reset_n)
            p_state <= C; 
        else
            p_state <= n_state; 
    end
    always_comb begin
        case (p_state)
            C: begin
                if (in == 4'b1101) 
                    n_state = O; 
                else if (fail_count == 2)
                    n_state = Failed; 
                else
                    n_state = C; 
            end
            O: begin
                n_state = C; 
            end
            Failed: begin
                if (counter == 4)
                    n_state = C; 
                else
                    n_state = Failed; 
            end
            default: n_state = C; 
        endcase
    end
    always_ff @(posedge clk or negedge reset_n) begin
        if (!reset_n) begin
            fail_count <= 3'b0; 
            counter <= 3'b0;    
        end else begin
            case (p_state)
                C: begin
                    if (in != 4'b1101 && fail_count < 3)
                        fail_count <= fail_count + 1; 
                    if (fail_count == 3)
                        fail_count <= 0; 
                end
                  Failed: begin
                    if (counter == 4)
                        counter <= 3'b0; 
                    else
                        counter <= counter + 1;
                end
                default: ; 
            endcase
        end
    end
    assign z = (p_state == O); 
endmodule
==> flow/run.sh <==
#!/bin/bash
# OpenROAD 26Q1-2900-gdf79404cd8, Yosys 0.63+post, stock flow scripts
make -C /OpenROAD-flow-scripts/flow DESIGN_CONFIG=/design/flow/config.mk WORK_HOME=/design/flow/orfs finish
==> flow/config.mk <==
export PLATFORM = sky130hd
export DESIGN_NAME = DigLock_T4
export DESIGN_NICKNAME = DigLock_T4
export VERILOG_FILES = /design/flow/design.v
export SDC_FILE = /design/flow/constraint.sdc
export NUM_CORES = 4
export LEC_CHECK = 1
export CORE_AREA = 10 10 70 70
export DIE_AREA = 0 0 80 80
export SYNTH_HDL_FRONTEND = slang
==> flow/constraint.sdc <==
current_design DigLock_T4

set clk_period 1.6
set clk_io_pct 0.2

create_clock -name clk0 -period $clk_period [get_ports {clk}]

set non_clock_inputs [all_inputs -no_clocks]
set_input_delay [expr $clk_period * $clk_io_pct] -clock clk0 $non_clock_inputs
set_output_delay [expr $clk_period * $clk_io_pct] -clock clk0 [all_outputs]
==> results.json <==
{
  "area_growth_from_synthesis_to_layout_pct": 35.1,
  "initCoreUtil_pct": 14.3,
  "layout_worst_path_cycle_share_pct": 95.2,
  "timing.critical_path.to_type": "output port",
  "rsz0062_at_grt": "false",
  "grtUsageTotal_pct": 2.91,
  "largest_net_degree_at_the_start_of_global_routing": 10,
  "fin_tns_setup_ps": 0,
  "headroom_to_the_max_slew_limit_pct": 73.5,
  "timing.critical_path.buf_inv": 1,
  "worstSetupStartpointType": "register",
  "clock-sinks": 9,
  "syn_inst": 47,
  "placed_cells_incl_taps": 101,
  "cts-hold-fix-buffers": 0,
  "via_count": 361,
  "design.portCount": 10,
  "global_route_wire_length_before_repair_mm": 1.54,
  "power.share.clock_pct": 17.2,
  "power_density_mw_per_mm2": 1450,
  "post_layout_nonfiller_instances": 105,
  "finalClockSkew_ps": 2.43,
  "cts_resized": 0,
  "maxSlewViolCount": 0,
  "post_cts_clock_slew_at_the_launch_and_capture_registers_of_the_worst_setup_and_hold_paths_ps": 60,
  "worst_hold_path_type": "input pin to asynchronous set/reset pin",
  "globalplace.congestion": 0.701,
  "row_count": 21,
  "die-height_um": 80,
  "vias_per_cell": 3.44,
  "power.share.sequential_pct": 44.0,
  "yosysCellCount": 47,
  "warnings": 27,
  "critical-path-top-delay-family": "buffers and inverters",
  "timing.max_cap.violations": 0,
  "critPathArrivalTime_ps": 1200,
  "post_synth_num_cell_types": 18,
  "tightest_slew_ps": 396,
  "synth-seq-area-share_pct": 46.4,
  "drt.antenna.violating_nets": 0,
  "slowest_cell_on_the_critical_path": "clkdlybuf4s50_1",
  "vias_in_the_first_global_route": 363,
  "wl_per_cell_um": 8.36,
  "count_of_buffers_added_by_post_cts_timing_repair_for_setup": 0,
  "timing.critical_path.depth": 1,
  "standby_leakage_power_nw": 0.282,
  "dr.pass1.iters": 4,
  "die-area_mm2": 0.00640,
  "inserted_diodes": 0,
  "vdd_ir_drop_max_mv": 0.633,
  "antenna_found_initial": 0,
  "cts_inserted_buffers": 3,
  "crit_type": "register to output port",
  "clockBufferDepth": 2,
  "tritoncts": "done",
  "path_cells": "clkdlybuf4s50_1",
  "postSynthAreaPerCell_um2": 10.4,
  "switching_share_pct": 35.3,
  "outcome": "completed",
  "portBuffers": 9,
  "global_route.usage.met1_pct": 3.85,
  "met3_usage_pct": 1.36,
  "totalWireLength_um": 878,
  "power.net_switching_mw": 0.337,
  "achievable-frequency_mhz": 657,
  "reg2regPathDepth": 5,
  "postSynthRegisterBits": 9,
  "die_width_um": 80,
  "grt-busiest-layer": "met2",
  "mappedNetlistArea_um2": 488,
  "clk-insertion-delay-late_ps": 250,
  "gr-total-overflow": 0,
  "groute.layer.met2.usage_pct": 4.25,
  "min_period_ps": 1520,
  "detailedPlacementHpwl_um": 757,
  "final_layout_size_suffix_gt1_share_pct": 16.9,
  "yosys.stat.chipArea_um2": 488,
  "synth_warnings": 0,
  "report.final.setup_viol": 0,
  "core_area_mm2": 0.00342,
  "hold_violations": 0,
  "logic_gate_share_of_total_power_pct": 38.8,
  "htree_num_levels": 1,
  "timing.critical_path.required_ps": 1280,
  "post-route-drc-count": 0,
  "worst_path_largest_cell_delay_ps": 500,
  "detailedRoute.firstIterationViolations": 11,
  "timing.critical_path.fanout_max": 6,
  "cts-root-buf": "clkbuf_4",
  "internal_power_mw": 0.618
}
-- path summary, 6_finish.rpt --
check | startpoint | end | slack (ps)
max | fail_count[0] | fail_count[0] | 80
min | reset_n | counter[1] | 360
max reg2reg | fail_count[0] | fail_count[1] | 360
min reg2reg | fail_count[2] | fail_count[2] | 470
max in group asynchronous | reset_n | p_state[0] | 920
min in group clk0 | fail_count[2] | fail_count[2] | 470
-- cell usage in the layout (no fill, tap or decap) --
master,instances
clkdlybuf4s50_1,9
nand2_1,8
dfrtp_1,7
inv_1,5
o21ai_0,4
ha_1,4
nor2b_1,3
clkbuf_4,3
nand3_1,2
nand4_1,2
o221ai_2,2
nand4b_4,1
nor2_1,1
a31oi_1,1
a21oi_2,1
and2_4,1
nand2b_1,1
mux2i_1,1
clkbuf_1,1
dfrtp_2,1
dfstp_2,1
-- registers in the layout, indices dropped and copies added, names as in the netlist --
name / cells
fail_count: 3
p_state: 3
counter: 3
-- power by group through the flow --
stage                 Clock (mW)  Combinational (mW)  Sequential, mW
after CTS                  0.173               0.380           0.419
after global routing       0.185               0.430           0.442
final                      0.165               0.371           0.420
-- logic make-up (layout without fill, tap and decap cells) --
family | Yosys count | in the layout | synth area share, %
buf+inv | 6 | 18 | 4.62
compound gates | 8 | 8 | 13.3
mux | 1 | 1 | 2.05
simple gates | 19 | 19 | 23.3
flops | 9 | 9 | 46.4
fa+ha+maj | 4 | 4 | 10.3
-- synthesized netlist by cell type --
master    number  share of area (%)
and2_4         1                1.8
ha_1           4                 10
nand2_1        8                6.2
inv_1          5                3.8
clkbuf_1       1               0.77
nand4_1        2                2.6
dfstp_2        1                5.4
dfrtp_1        8                 41
a21oi_2        1                1.8
nor2_1         1               0.77
o221ai_2       2                6.2
nor2b_1        3                3.8
nand4b_4       1                4.9
a31oi_1        1                1.3
nand3_1        2                2.1
nand2b_1       1                1.3
mux2i_1        1                2.1
o21ai_0        4                4.1
-- worst register-to-register path: stages, from the launching register on --
cell      delay, ps
dfrtp_1         450
inv_1           110
ha_1            290
nor2b_1         110
nand4_1         120
o221ai_2         70
-- stage by stage --
| stage | area (um2) | hold slack (ps) | power (mW) | utilization [%] | setup WS [ps] |
|---|---|---|---|---|---|
| 4_1_cts | 658 | 375 | 0.972 | 19.3 | 43.2 |
| 5_1_grt | 659 | 383 | 1.06 | 19.3 | 4.32 |
| 3_5_place_dp | 632 | 467 | 0.802 | 18.5 | 227 |
| 6_report | 659 | 361 | 0.955 | 19.3 | 77.5 |
| 2_1_floorplan | 488 | 24.4 | 0.664 | - | 500 |
| 3_3_place_gp | 632 | 478 | 0.786 | 18.5 | 245 |
-- layer usage --
layer,wire (um),vias to the layer above
met5,0,-
met4,0,0
met3,55,0
met2,420,8
met1,402,168
li1,-,185
-- cell type report --
| class | count | area, um2 |
|---|---|---|
| well taps | 46 | 57.6 |
| multi-input cells | 32 | 239 |
| fillers | 388 | 2760 |
| flip-flops and latches | 9 | 228 |
| repair buffers | 9 | 90.1 |
| clock buffers | 4 | 26.3 |
| inverters | 5 | 18.8 |
Power is estimated from default activity; no workload was simulated.
